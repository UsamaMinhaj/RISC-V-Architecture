==> /design/flow/design.v <==
module ALU(
	RS1,
	RS2,
	ALUsel,
	ALUout
);
	input [31:0]RS1, RS2;
	input [3:0] ALUsel;
	output reg[31:0]ALUout;
	parameter Add = 4'b0,And = 4'b111, Or = 4'b110, Xor = 4'b100, srl = 4'b101, sra = 4'b1101, sll = 4'b1, slt = 4'b10, Sub = 4'b1000, mul = 4'b1111; 
	always@(*) begin  
	case(ALUsel)
	Add: ALUout = RS1 + RS2;
	And: ALUout = RS1 & RS2;
	 Or: ALUout = RS1 | RS2;
	Xor: ALUout = RS1 ^ RS2;
	srl: ALUout = RS1 >> RS2[4:0];
	sra: ALUout = RS1 >>> RS2[4:0];	
	sll: ALUout = RS1 << RS2[4:0];
	slt: ALUout = RS1 < RS2 ? 32'b1 : 32'b0 ;
	Sub: ALUout = RS1 - RS2;
   mul: ALUout = RS1*RS2;
	default: ALUout = 32'b0;
	endcase
	end
endmodule
module ControlUnit(
	instruction,
	clock,
	resetn,
	reset1,
	reset2,
	reset3,
	En1,
	En2,
	En3,
	BrEq,
	BrLT,
	WBselR2,
	RegWEnR3,
	MemRWR2,
	ALUselR,
	BselR,
	AselR,
	BrUnR,
	ImmSel,
	PCSelR
);
	input [31:0]instruction;
	input BrEq, BrLT, clock, resetn,En1,En2,En3,reset1,reset2,reset3;
	reg PCSelTemp;  
	 reg RegWEn, MemRW, Bsel, Asel, BrUn, PCSel;
	 reg [3:0]ALUsel;
	 reg [1:0] WBsel;
	 output reg [2:0]ImmSel;
	wire [6:0]opcode = instruction[6:0];
	wire [2:0]func3 = instruction[14:12];
	parameter Iform = 7'b0010011, Rform = 7'b0110011, Sform = 7'b0100011, LWform = 7'b0000011, Brform = 7'b1100011, UJform = 7'b1101111, JALRform =  7'b1100111;
	always@(*) begin
	case(opcode)
	Rform: begin
	RegWEn = 1'b1; MemRW = 1'b0; Bsel = 1'b0; Asel = 1'b0; BrUn = 1'b0; PCSel = 1'b0; ALUsel= {instruction[30],instruction[14:12]}; ImmSel = 3'b0; WBsel = 2'b1;
	end
	Iform: begin
	RegWEn = 1'b1; MemRW = 1'b0; Bsel = 1'b1; Asel = 1'b0; BrUn = 1'b0; PCSel = 1'b0; ALUsel= {instruction[30],instruction[14:12]}; ImmSel = 3'b0; WBsel = 2'b1;
	end
	Sform: begin
	RegWEn = 1'b0; MemRW = 1'b1; Bsel = 1'b1; Asel = 1'b0; BrUn = 1'b0; PCSel = 1'b0; ALUsel= 4'b0; ImmSel = 3'b1; WBsel = 2'b0;
	end
	LWform: begin
	RegWEn = 1'b1; MemRW = 1'b0; Bsel = 1'b1; Asel = 1'b0; BrUn = 1'b0; PCSel = 1'b0; ALUsel= 4'b0; ImmSel = 3'b0; WBsel = 2'b0;
	end
	Brform: begin
	RegWEn = 1'b0; MemRW = 1'b0; Bsel = 1'b1; Asel = 1'b1; BrUn = 1'b0; PCSel = PCSelTemp; ALUsel= 4'b0; ImmSel = 3'b10; WBsel = 2'b0;
	end
	UJform: begin
	RegWEn = 1'b1; MemRW = 1'b0; Bsel = 1'b1; Asel = 1'b1; BrUn = 1'b0; PCSel = 1'b1; ALUsel= 4'b0; ImmSel = 3'b11; WBsel = 2'b10;
	end
	JALRform: begin
	RegWEn = 1'b1; MemRW = 1'b0; Bsel = 1'b1; Asel = 1'b0; BrUn = 1'b0; PCSel = 1'b1; ALUsel= 4'b0; ImmSel = 3'b0; WBsel = 2'b10;
	end
	default: begin
	RegWEn = 1'b0; MemRW = 1'b0; Bsel = 1'b0; Asel = 1'b0; BrUn = 1'b0; PCSel = 1'b0; ALUsel= 4'b0; ImmSel = 3'b0; WBsel = 2'b0;
	end
	endcase
	end
	always@(*) begin
	case(func3)
	3'b0: PCSelTemp = BrEq;
	3'b1: PCSelTemp = ~BrEq;  
	3'd2: PCSelTemp = BrLT;	 
	3'd3: PCSelTemp = ~BrLT;  
	default: PCSelTemp = 0;
	endcase
	end
	wire RegWEnR, MemRWR;
	output BselR, AselR, BrUnR, PCSelR;
	output [3:0]ALUselR;
	wire [1:0] WBselR;
	wire RegWEnR2;
	output MemRWR2;
	output [1:0] WBselR2;
	output RegWEnR3;
	Register AselRegister(Asel, clock, resetn, En1, AselR);
	Register BselRegister(Bsel, clock, resetn, En1, BselR);
	Register ALUselRegister(ALUsel, clock, resetn, En1, ALUselR);
	Register WBselRegister(WBsel, clock, resetn, En1, WBselR);
	Register MemRWRegister(MemRW, clock, reset1, En1, MemRWR);
	Register RegWEnRegister(RegWEn,clock,reset1, En1, RegWEnR);
	Register PCSelRegister(PCSel,clock,resetn, En1, PCSelR);
	Register WBselRegister2(WBselR, clock, resetn, En2, WBselR2);
	Register MemRWRegister2(MemRWR, clock, reset2, En2, MemRWR2);
	Register RegWEnRegister2(RegWEnR,clock,reset2, En2, RegWEnR2);
	Register RegWEnRegister3(RegWEnR2,clock,reset3, En3, RegWEnR3);
endmodule
module DataMemory
#(parameter DataMemory_width = 8)
(
	address,
	clock,
	data,
	wren,
	resetn,
	q
);
	input	[DataMemory_width-1:0]  address;
	input	  clock;
	input	[31:0]  data;
	input	  wren;
	output	[31:0]  q;
	input resetn;
	reg [31:0] ram[DataMemory_width**2 - 1:0];  
	always@(posedge clock or negedge resetn) begin
	if(~resetn)
	ram[0] <= 0; 
	else if(wren)
	ram[address] <= data;
	end
	assign q = ram[address];
endmodule
module InstructionMemory
#(Address_width = 6)
(pc, resetn, instruction);
	input resetn;  
	input [Address_width-1+2:0]pc;  
	output [31:0] instruction;
	reg [31:0] ROM [2**Address_width - 1:0];  
	initial begin
	ROM[0] = 32'h00600093;
	ROM[1] = 32'h00100193;
	ROM[2] = 32'h00100113;
	ROM[3] = 32'h42117133;
	ROM[4] = 32'h403080B3;
	ROM[5] = 32'hFE009CE3;
	ROM[6] = 32'h00010133;
	end
	assign instruction = ROM[pc[Address_width:2]];
endmodule
module ProgramCounter
#(Address_width = 6)
(
	clock,
	resetn,
	En,
	PCSel,
	ALU,
	pc
);
	input clock, resetn,PCSel,En;
	input [31:0]ALU;
	output [Address_width-1+2:0]pc;  
	reg [Address_width-1+2:0]counter;  
	always@(posedge clock or negedge resetn) begin
	if(~resetn)
	counter <= 0;
	else if(En) begin
					if(PCSel == 0)
					counter <= pc + 3'b100; 
					else
					counter <= ALU;	
					end
	end
	assign pc = counter;
endmodule
module ImmGenerator(
	instruction,
	immSel,
	immOut
);
	input [31:0]instruction;
	input [2:0]immSel;
	output reg [31:0]immOut;
	wire [31:0]immI,immS,immBr, immUJ;
	assign immI = {{20{instruction[31]}},instruction[31:20]};
	assign immS = {{20{instruction[31]}},instruction[31:25],instruction[11:7] };
	assign immBr = {{19{instruction[31]}},instruction[31],instruction[7],instruction[30:25],instruction[11:8],1'b0};
	assign immUJ = {{12{instruction[31]}},instruction[31],instruction[19:12],instruction[20],instruction[30:21],1'b0};
	always@(*) begin
	case(immSel)
	3'b0: immOut = immI;
	3'b1: immOut = immS;
	3'd2: immOut = immBr;
	3'd3: immOut = immUJ;
	default: immOut = 32'b0;
	endcase
	end
endmodule
module RISCV(
	clock,
	resetn,
	instruction, RS1, RS2,   ALUin1, ALUin2, instructionR, pc, ALUOut,WBselOut,DataMemOut,RegWEnout
);
	input clock, resetn;
	output [7:0]pc;
	output [31:0]instruction, RS1, RS2, ALUOut;
	output [31:0]	DataMemOut;
	wire [31:0]	immOut;
	output reg [31:0]  ALUin1, ALUin2; 
	output reg [31:0]WBselOut;
	output RegWEnout;
	wire pcSelout;
	wire  [2:0]immSelout;
	wire [4:0]rddR3out;
	assign rddR3out = rddR3;
	reg En1,En2,En3;	
	wire En4 = 1,En5 = 1;
	reg control_reset1;
	wire control_reset2 = resetn, control_reset3 =  resetn;
	reg  BrEq, BrLT;
	wire RegWEn, MemRW, Bsel, Asel, BrUn, PCSel;
	wire [3:0]ALUsel;
	wire [1:0] WBsel;
	wire [2:0]ImmSel;
	output [31:0]instructionR;
	wire  [31:0]RS1R, RS2R, immOutR, ALUOutR, RS2R2, WBselOutR, instructionR2;
	wire [4:0]rddR, rddR2, rddR3;
	wire [7:0]pcR,pcR2;
	assign RegWEnout = RegWEn;
	assign immSelout = ImmSel;
	assign pcSelout = PCSel;
	wire [4:0]rs1,rs2;
	assign rs1 = instructionR[19:15];
	assign rs2 = instructionR[24:20];
	ControlUnit ControlUnit(instructionR, clock, resetn, control_reset1, control_reset2, control_reset3, En3, En4, En5, BrEq, BrLT, WBsel, RegWEn, MemRW, ALUsel, Bsel, Asel, BrUn, ImmSel, PCSel);
	ProgramCounter ProgramCounter(clock,resetn,En1,PCSel,ALUOut, pc);
	InstructionMemory Imem(pc, resetn, instruction);
	RegFile Registers(clock, instructionR[19:15], instructionR[24:20], rddR3, WBselOutR, RegWEn, resetn, RS1, RS2);	
	ImmGenerator ImmGen(instructionR, ImmSel, immOut);
	ALU ALU(ALUin1,ALUin2,ALUsel,ALUOut);
	DataMemory DataMemory(ALUOutR[5:0], clock, RS2R2, MemRW, resetn, DataMemOut);
	Register #(5) rddRegister(instructionR[11:7], clock, resetn, 1'b1, rddR);
	Register #(5) rddRegister2(rddR, clock, resetn, 1'b1, rddR2);
	Register #(5) rddRegister3(rddR2, clock, resetn, 1'b1, rddR3);
	Register pcRegister(pc, clock, resetn, En3, pcR);
	Register pcRegister2(pcR, clock, resetn, En4, pcR2);
	Register InstructionMemoryRegister(instruction,clock,resetn,En2,instructionR);
	Register InstructionMemoryRegister2(instruction,clock,resetn,En3,instructionR2);
	Register RS1Register(RS1Mux,clock,resetn,En3,RS1R);
	Register RS2Register(RS2Mux,clock,resetn,En3,RS2R);
	Register ImmGenRegister(immOut,clock,resetn,En3,immOutR);
	Register ALURegister(ALUOut,clock,resetn,En4,ALUOutR);
	Register RS2Register2(RS2R,clock,resetn,En4,RS2R2);
	Register WBSelOutRegister(WBselOut,clock,resetn,En5,WBselOutR);
	always@(*) begin
	if(RS1Mux == RS2Mux) begin
	BrEq = 1;
	BrLT = 0;
	end
	else if(RS1Mux < RS2Mux) begin
	BrEq = 0;
	BrLT = 1;
	end
	else begin
	BrEq = 0;
	BrLT = 0;
	end
	end
	always@(*) begin
	case(Asel) 
	1'b0: ALUin1 = RS1R;
	1'b1: ALUin1 = pcR2;	
	endcase
	end
	always@(*) begin
	case(Bsel) 
	1'b0: ALUin2 = RS2R;
	1'b1: ALUin2 = immOutR;	
	endcase
	end
	always@(*) begin
	case(WBsel)
	2'b0: WBselOut = DataMemOut;
	2'b1: WBselOut = ALUOutR;
	2'd2: WBselOut = pc + 3'd4;
	default: WBselOut = 32'b0;
	endcase
	end
	reg [31:0]RS1Mux,RS2Mux;
	always@(*) begin
	if(rs1 == rddR && (instructionR2[6:0] != LWform ) && counter == 0) 
	RS1Mux = ALUOut;
	else if(rs1 == rddR2 &&  counter == 0)
	RS1Mux = WBselOut;
	else if(rs1 == rddR3 && counter == 0)
	RS1Mux = WBselOutR;
	else
	RS1Mux = RS1;
	end
	always@(*) begin
	if(rs2 == rddR && (instructionR2[6:0] != LWform ) &&  counter == 0) 
	RS2Mux = ALUOut;
	else if(rs2 == rddR2 && counter == 0)
	RS2Mux = WBselOut;
	else if(rs2 == rddR3 && counter == 0)
	RS2Mux = WBselOutR;
	else
	RS2Mux = RS2;
	end
	parameter LWform = 7'b0000011, Iform = 7'b0010011, Rform = 7'b0110011;
	always@(*) begin
	if(LWform == instructionR2[6:0] && rs1 == rddR) begin
	En1 = 0;	En2 = 0;	En3 = 0;control_reset1=0;
	end
	else if(PCSel == 1 || counter == 1) begin
	control_reset1 = 0;En1 = 1;En2 = 1;	En3 = 1;
	end
	else begin
	En1 = 1;	En2 = 1;	En3 = 1;control_reset1=resetn;
	end
	end
	reg [1:0]counter;
	always@(posedge clock) begin
	if(PCSel == 1 || counter == 1)                         
	counter <= counter + 1;
	else 
	counter<=0;
	end
endmodule
module Register
 #(parameter width = 32)
(
	input [width - 1:0]D,
	input clock, resetn, En,
	output reg [width - 1:0]Q
);
	always@(posedge clock or negedge resetn) begin
	if(~resetn)
	Q <= 1'b0;
	else if(En)
	Q <= D;
	end
endmodule
module RegFile(
	clock,
	rs1,
	rs2,
	rdd,
	Data,
	MemREn,
	resetn,
	Rs1,  
	Rs2  
);
	input [4:0]rs1, rs2, rdd;
	input MemREn, resetn, clock;
	input [31:0]Data;
	output [31:0]Rs1, Rs2;
	reg [31:0]Registers [31:0];
	assign Rs1 =  Registers[rs1];
	assign Rs2 = Registers[rs2];
	always@(posedge clock or negedge resetn) begin
	if(~resetn) begin
	integer i;
	for(i=1;i<32;i=i+1) 
	Registers[i] <= 32'b0;
	end
	else if(MemREn && rdd != 5'b0) 
	Registers[rdd] <= Data;
	end
endmodule
==> /design/flow/run.sh <==
#!/bin/bash
# OpenROAD 26Q1-2900-gdf79404cd8, Yosys 0.63+post, stock flow scripts
make -C /OpenROAD-flow-scripts/flow DESIGN_CONFIG=/design/flow/config.mk WORK_HOME=/design/flow/orfs finish
==> /design/flow/config.mk <==
export PLATFORM = sky130hd
export DESIGN_NAME = RISCV
export DESIGN_NICKNAME = RISCV
export VERILOG_FILES = /design/flow/design.v
export SDC_FILE = /design/flow/constraint.sdc
export NUM_CORES = 4
export LEC_CHECK = 1
export CORE_UTILIZATION = 40
==> /design/flow/constraint.sdc <==
current_design RISCV

set clk_period 32.3
set clk_io_pct 0.2

create_clock -name clk0 -period $clk_period [get_ports {clock}]

set non_clock_inputs [all_inputs -no_clocks]
set_input_delay [expr $clk_period * $clk_io_pct] -clock clk0 $non_clock_inputs
set_output_delay [expr $clk_period * $clk_io_pct] -clock clk0 [all_outputs]
==> results_tabular.tex <==
% Generated from flow reports
\begin{tabular}{lr}
\hline
Metric & Value \\
\hline
\multicolumn{2}{l}{\textbf{Critical path}} \\
\quad Largest stage delay on the critical path & approximately 0.7 ns \\
\quad Worst Path Arrival & approximately 11 ns \\
\quad Nature of the critical path startpoint & register \\
\quad Maximum fanout encountered on the critical timing path & 52 \\
\quad Category of the most critical setup path & reg2out \\
\quad Family with the most delay on the worst path & adder cells \\
\quad Startpoint of the most critical register-to-register path & ImmGenRegister.Q[4]\$\_DFFE\_PN0N\_ \\
\quad CP max stage cell & sky130\_fd\_sc\_hd\_\_ha\_1 \\
\quad Worst setup path start & ImmGenRegister.Q[4]\$\_DFFE\_PN0N\_ \\
\quad Worst Path Required & about 26 ns \\
\quad Element type at the critical path end & output pin \\
\quad CP most frequent cell & sky130\_fd\_sc\_hd\_\_fa\_1 \\
\quad Buf/Inv on CP & 7 \\
\multicolumn{2}{l}{\textbf{Yosys}} \\
\quad Synthesized-area fraction occupied by ao, oa, aoi and oai cells & 10.1\% \\
\quad Post-synth EDFFs & 2,048 \\
\quad Dominant kind of combinational cell & AND-OR/OR-AND gates \\
\quad Proportion of synthesized chip area in sequential cells & around three fifths \\
\quad Mean instance size in the synthesized netlist & between 10 and 15 um2 \\
\quad Synth mux share & about 4.3\% \\
\quad Synthesized instance count & $\sim$8,400 \\
\quad Yosys stat area & 114,000 um2 \\
\quad Fraction of registers with async set/reset & 14.9\% \\
\quad Cell count in the Yosys report & roughly 8,400 \\
\quad Commonest flop & sky130\_fd\_sc\_hd\_\_edfxtp\_1 \\
\quad Cell variety after synth & a little over 90 \\
\quad Adder-cell area share of the yosys netlist & between 10\% and 20\% \\
\quad Simple logic cell fraction of the synthesized area & 9.01\% \\
\quad Number of warnings printed during yosys synthesis & 39 \\
\quad Xor-xnor portion of the synthesized cell area & 0.837\% \\
\quad Synthesis-stage register bit count & approximately 2,400 \\
\quad Combined area of all synthesized cells & about 110,000 um2 \\
\multicolumn{2}{l}{\textbf{Layout}} \\
\quad Number of cells in the finished layout apart from fillers & approximately 13,000 \\
\quad Share of cells above drive strength 1 & 13.7\% \\
\quad Final design area excluding fillers & roughly 130,000 um2 \\
\quad Top logic cells by instance count in the layout & sky130\_fd\_sc\_hd\_\_edfxtp\_1, sky130\_fd\_sc\_hd\_\_a22oi\_1, sky130\_fd\_sc\_hd\_\_inv\_1 \\
\quad Commonest Layout Cell & sky130\_fd\_sc\_hd\_\_edfxtp\_1 \\
\quad Post-synthesis to final-layout area growth & 14.3\% \\
\multicolumn{2}{l}{\textbf{Clock tree}} \\
\quad Maximum level of the CTS H-tree & 4 \\
\quad CTS root buf & sky130\_fd\_sc\_hd\_\_clkbuf\_16 \\
\quad Maximum root-to-sink buffer count & 3 \\
\quad Resized cells post-CTS & 0 \\
\quad Clock insertion delay at the later pin of the skew report & about 0.91 ns \\
\quad CTS clock-pin slew for the worst setup and hold paths & approximately 0.06 ns \\
\quad TritonCTS clock tree & done \\
\quad Buffers inserted during post-CTS setup optimization & 0 \\
\quad Number of sinks driven by the clock tree & $\sim$2,400 \\
\quad Number of buffers added by the clock tree synthesis step & between 200 and 250 \\
\quad \# hold bufs at CTS & 0 \\
\multicolumn{2}{l}{\textbf{Floorplan}} \\
\quad Number of placement rows & roughly 200 \\
\quad Total die size & 288,000 um2 \\
\quad Height of the die & between 500 and 600 um \\
\quad Die X & around 540 um \\
\quad Ports placed on the boundary & 299 \\
\quad FP Util & 40.3\% \\
\quad Core region area & roughly 280,000 um2 \\
\multicolumn{2}{l}{\textbf{Timing}} \\
\quad Final-layout worst hold slack & 0.357 ns \\
\quad Minimum period implied by the final worst setup slack & between 15 and 20 ns \\
\quad Final tally of setup violations & 0 \\
\quad Worst Max-Slew Pin Slew & between 1 and 1.5 ns \\
\quad Final TNS setup & 0 ns \\
\quad Max Freq & approximately 57 MHz \\
\quad Layout Skew & around 0.045 ns \\
\quad Post-route fraction of the period consumed by the critical path & between 50 and 60\% \\
\quad Max-slew violations & 0 \\
\quad Setup repair after global routing missed its margin & false \\
\quad Final count of hold timing violations & 0 \\
\quad Rel. slew slack & between 10\% and 20\% \\
\multicolumn{2}{l}{\textbf{Outcome}} \\
\quad Outcome & complete, no violations \\
\multicolumn{2}{l}{\textbf{Drt}} \\
\quad Via count & roughly 82,000 \\
\quad Detailed-route wire length & $\sim$510,000 um \\
\quad Post-detailed-route count of antenna-violating nets & 0 \\
\quad First-pass detailed-route iteration total & 8 \\
\quad Post-detailed-route via-to-cell ratio & $\sim$6.4 \\
\quad DRC violation count after routing & 0 \\
\quad Average detailed-routed wire length per instance & around 40 um \\
\quad Initial DRC count & around 7,600 \\
\multicolumn{2}{l}{\textbf{Place}} \\
\quad Input/output buffers & around 280 \\
\quad Total cell area at the placement stage & $\sim$120,000 um2 \\
\quad HPWL Detailed & 328,000 um \\
\quad RD Place Congestion & 1.03 \\
\quad Cell count after placement & $\sim$12,000 \\
\multicolumn{2}{l}{\textbf{Global routing}} \\
\quad Global route overflow & 0 \\
\quad Antenna violations before repair & 32 \\
\quad Maximum number of pins on one net before global-route repair & approximately 120 \\
\quad Number of global-route vias before repair & 83,700 \\
\quad First-pass GRT wire length & about 690,000 um \\
\quad Overall routing resource usage & between 30\% and 40\% \\
\multicolumn{2}{l}{\textbf{Min path}} \\
\quad Classification of the worst-slack hold path & reg2reg \\
\quad Start point of the worst min-delay path & ControlUnit.RegWEnRegister2.Q[0]\$\_DFF\_PN0\_ \\
\multicolumn{2}{l}{\textbf{Job}} \\
\quad OpenROAD warnings & between 100 and 150 \\
\quad Number of max-capacitance violations reported & 0 \\
\hline
\end{tabular}
[worst reg2reg max path: cells and delay by family (launching register included)]
family                     cells  cell delay (ns)
adders and majority gates     11             5.49
AOI/OAI and AO/OA              8             2.21
buffers and inverters          5             1.55
and+or+nand+nor                6             1.22
DFF                            1             0.42
xor gates and xnor gates       1             0.17
[state kept, by name, indices dropped and copies added (netlist names), 3 cells and up]
name,cells
ALURegister.Q,32
ControlUnit.ALUselRegister.Q,3
DataMemory.ram,2048
ImmGenRegister.Q,13
InstructionMemoryRegister.Q,14
ProgramCounter.counter,8
RS1Register.Q,32
RS2Register.Q,32
RS2Register2.Q,32
Registers.Registers,128
WBSelOutRegister.Q,32
pcRegister.Q,8
pcRegister2.Q,8
rddRegister.Q,3
rddRegister2.Q,3
rddRegister3.Q,3
[layout make-up]
type                            count  area [um2]
Fill cell                       24300      153000
Multi-Input combinational cell   4929       39800
Sequential cell                  2410       70600
Clock inverter                    126        1290
Antenna cell                       38        95.1
Tap cell                         3743        4680
Timing Repair Buffer              702        6000
Clock buffer                      287        5910
Inverter                          552        2070
[worst paths after layout]
kind / end / slack [ns] / cells after the start
setup / recovery: ALUOut[30] / 14.82 / 26
hold / removal: ControlUnit.RegWEnRegister3.Q[0]$_DFF_PN0_ / 0.36 / 0
setup reg to reg: ControlUnit.PCSelRegister.Q[0]$_DFFE_PN0N_ / 21.15 / 31
hold reg to reg: ControlUnit.RegWEnRegister3.Q[0]$_DFF_PN0_ / 0.36 / 0
max in group asynchronous: Registers.Registers[3][5]$_DFFE_PN0P_ / 24.91 / 3
min in group asynchronous: ControlUnit.RegWEnRegister.Q[0]$_DFFE_PN0N_ / 0.60 / 3
[cell usage after synthesis, drive strengths merged, types with 9 or more instances]
library cell  instances  share of area (%)
xor2                 25               0.19
o21ai               139               0.61
mux2                177                1.7
clkbuf              367                1.2
nor4                 66               0.37
a31oi                28               0.15
and2                 84               0.46
o31ai                13              0.085
mux2i               125                1.1
a211o                12              0.092
a211oi               64               0.43
buf                 195               0.89
edfxtp             2048                 54
o21a                 38               0.25
o21bai               19               0.12
nor3                 64               0.28
nand2               521                1.7
ha                  260                2.8
inv                 533                1.8
xnor2                79               0.61
o221ai               15               0.12
fa                  410                7.2
o22ai                20               0.11
a21o                 32               0.21
a22o                 25               0.19
a221o                 9              0.079
or4                  18               0.12
nand4               238                1.3
a221oi               20               0.15
nand3               259                1.1
a21oi               230                1.0
o211ai               24               0.16
nor2b                73               0.40
a31o                 18               0.14
and3                152               0.83
or3                  14              0.077
mux4                 73                1.4
nor2                511                1.7
a2111oi              30               0.23
a22oi               843                5.5
nand2b               46               0.25
dfrtp               360                7.9
clkinv               19              0.062
[routing by layer]
| metal | global-route usage (%) | routed length [um] | vias to the layer above |
|---|---|---|---|
| li1 | - | - | 32200 |
| met1 | 41.2 | 154000 | 40300 |
| met2 | 50.4 | 212000 | 7749 |
| met3 | 33.9 | 105000 | 1783 |
| met4 | 22.7 | 40100 | 97 |
| met5 | 9.14 | 2810 | - |
[cell families after synthesis]
| family | Yosys count |
|---|---|
| flip-flops | 2410 |
| AND/OR/NAND/NOR | 2097 |
| buffers and inverters | 1114 |
| adder cells (fa/ha/maj) | 670 |
| XOR/XNOR | 106 |
| AND-OR/OR-AND | 1630 |
| multiplexers | 375 |
| other | 2 |
[stage by stage]
stage | worst slack [ns] | utilization [%]
detailed placement | 15.93 | 43.5
global route | 14.57 | 46.1
floorplan | 17.36 | -
global placement | 15.99 | 43.5
finish | 14.82 | 46.1
CTS | 14.97 | 46.1
